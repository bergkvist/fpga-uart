<file path="flow/run.sh">
#!/bin/bash
# OpenROAD 26Q1-2900-gdf79404cd8, Yosys 0.63+post, stock flow scripts
make -C /OpenROAD-flow-scripts/flow DESIGN_CONFIG=/design/flow/config.mk WORK_HOME=/design/flow/orfs finish
</file>
<file path="flow/config.mk">
export PLATFORM = sky130hd
export DESIGN_NAME = UartTx
export DESIGN_NICKNAME = UartTx
export VERILOG_FILES = /design/flow/design.v
export SDC_FILE = /design/flow/constraint.sdc
export NUM_CORES = 4
export LEC_CHECK = 1
export CORE_AREA = 10 10 70 70
export DIE_AREA = 0 0 80 80
</file>
<file path="flow/constraint.sdc">
current_design UartTx

set clk_period 1.8
set clk_io_pct 0.2

create_clock -name clk0 -period $clk_period [get_ports {uartClk}]

set non_clock_inputs [all_inputs -no_clocks]
set_input_delay [expr $clk_period * $clk_io_pct] -clock clk0 $non_clock_inputs
set_output_delay [expr $clk_period * $clk_io_pct] -clock clk0 [all_outputs]
</file>
<file path="flow/design.v">
`timescale 1ns/1ns
module uart(
    input logic clk,
    input logic rxd,
    output logic txd,
    output logic [7:0] led_anode,
    output logic [7:0] led_cathode
);
    parameter CLOCK_RATE = 100_000_000;
    parameter BAUD_RATE = 9600;
    parameter DISPLAY_RATE = 9600;
    byte tmpData1, tmpData2, tmpDataSum;
    logic uartClk;
    ClockDivider#(.DIVIDER(CLOCK_RATE/BAUD_RATE))
        clockdivUart(.clkIn(clk), .clkOut(uartClk));
    logic dataIsValid;
    byte data;
    UartRx#(.BAUD_RATE(BAUD_RATE), .CLOCK_RATE(CLOCK_RATE))
        uartRx1(.clk(clk), .rxd(rxd), .data(data), .dataIsValid(dataIsValid));
    logic txStart, idle;
    UartTx#(.DATA_WIDTH(8))
        uartTx1(.uartClk(uartClk), .message(tmpDataSum), .start(txStart), .txd(txd), .idle(idle));
    logic displayClk;
    ClockDivider#(.DIVIDER(CLOCK_RATE/DISPLAY_RATE))
        clockdiv7seg(.clkIn(clk), .clkOut(displayClk));
    logic [31:0] data7seg;
    assign data7seg = {tmpData1, tmpData2, 8'h00, tmpDataSum};
    DisplayHex7Seg dHex(.displayClk(displayClk), .data(data7seg), .ledAnode(led_anode), .ledCathode(led_cathode));
    always_ff @(posedge dataIsValid) begin
        tmpData1 <= data;
        tmpData2 <= tmpData1;
        tmpDataSum <= tmpData1 + data;
    end
    logic lastDataIsValid;
    always_ff @(posedge uartClk) begin
        txStart <= dataIsValid & ~lastDataIsValid;
        lastDataIsValid <= dataIsValid;
    end
endmodule
module UartTx #(parameter DATA_WIDTH = 8) (
    input logic uartClk,
    input logic [DATA_WIDTH-1:0] message,
    input logic start,
    output logic txd,
    output logic idle
);
    typedef enum { IDLE, START, DATA, STOP } state_t;
    state_t state = IDLE, nextState;
    logic [$clog2(DATA_WIDTH)-1:0] bitPos = DATA_WIDTH - 8, nextBitPos;
    always_comb case(state)
        IDLE: idle = 1;
        default: idle = 0;
    endcase
    always_comb case(state)
        START: txd = 0;
        DATA: txd = message[bitPos];
        default: txd = 1;
    endcase
    always_comb case(state)
        IDLE: nextState = (start === 1) ? START : IDLE;
        START: nextState = DATA;
        DATA: nextState = (bitPos % 8 === 7) ? STOP : DATA;
        STOP: nextState = (((bitPos === DATA_WIDTH - 8) && (start === 0)) === 1) ? IDLE : START;
        default: nextState = IDLE;
    endcase
    always_comb case(state)
        START: nextBitPos = bitPos;
        DATA: begin
            if (bitPos === 7) nextBitPos = DATA_WIDTH - 8;
            else if (bitPos % 8 === 7) nextBitPos = bitPos - 15;
            else nextBitPos = bitPos + 1;
        end
        STOP: nextBitPos = bitPos;
        default: nextBitPos = DATA_WIDTH - 8;
    endcase
    always_ff @(posedge uartClk) begin
        state <= nextState;
        bitPos <= nextBitPos;
    end
endmodule
module UartRx #(parameter BAUD_RATE, parameter CLOCK_RATE) (
    input logic clk,
    input logic rxd,
    output byte data,
    output logic dataIsValid
);
    localparam PULSECNT_MAX = (10 * CLOCK_RATE) / BAUD_RATE;
    localparam PULSECNT_WIDTH = $clog2(PULSECNT_MAX + 1);
    typedef enum logic [3:0] { D0, D1, D2, D3, D4, D5, D6, D7, IDLE, START, STOP } state_t;
    state_t state = IDLE, nextState;
    logic [PULSECNT_WIDTH:0] pulseCnt = 0, nextPulseCnt;
    logic startBit, pulseCntDone, pulseCntMeasure;
    byte nextData;
    always_comb case(state)
        START:   pulseCntDone = (pulseCnt === ( 2 * PULSECNT_MAX) / 20);
        D0:      pulseCntDone = (pulseCnt === ( 4 * PULSECNT_MAX) / 20);
        D1:      pulseCntDone = (pulseCnt === ( 6 * PULSECNT_MAX) / 20);
        D2:      pulseCntDone = (pulseCnt === ( 8 * PULSECNT_MAX) / 20);
        D3:      pulseCntDone = (pulseCnt === (10 * PULSECNT_MAX) / 20);
        D4:      pulseCntDone = (pulseCnt === (12 * PULSECNT_MAX) / 20);
        D5:      pulseCntDone = (pulseCnt === (14 * PULSECNT_MAX) / 20);
        D6:      pulseCntDone = (pulseCnt === (16 * PULSECNT_MAX) / 20);
        D7:      pulseCntDone = (pulseCnt === (18 * PULSECNT_MAX) / 20);
        STOP:    pulseCntDone = (pulseCnt === (20 * PULSECNT_MAX) / 20);
        default: pulseCntDone = 0;
    endcase
    always_comb case(state)
        START:   pulseCntMeasure = (pulseCnt === ( 1 * PULSECNT_MAX) / 20);
        D0:      pulseCntMeasure = (pulseCnt === ( 3 * PULSECNT_MAX) / 20);
        D1:      pulseCntMeasure = (pulseCnt === ( 5 * PULSECNT_MAX) / 20);
        D2:      pulseCntMeasure = (pulseCnt === ( 7 * PULSECNT_MAX) / 20);
        D3:      pulseCntMeasure = (pulseCnt === ( 9 * PULSECNT_MAX) / 20);
        D4:      pulseCntMeasure = (pulseCnt === (11 * PULSECNT_MAX) / 20);
        D5:      pulseCntMeasure = (pulseCnt === (13 * PULSECNT_MAX) / 20);
        D6:      pulseCntMeasure = (pulseCnt === (15 * PULSECNT_MAX) / 20);
        D7:      pulseCntMeasure = (pulseCnt === (17 * PULSECNT_MAX) / 20);
        STOP:    pulseCntMeasure = (pulseCnt === (19 * PULSECNT_MAX) / 20);
        default: pulseCntMeasure = 0;
    endcase
    always_ff @(posedge clk) begin
        state <= nextState;
        pulseCnt <= nextPulseCnt;
        data <= nextData;
    end
    always_ff @(posedge pulseCntMeasure) case(state)
        IDLE:; START:;
        STOP: if (startBit === 0 && rxd === 1) dataIsValid <= 1;
        default: dataIsValid <= 0;
    endcase
    always_ff @(posedge pulseCntMeasure) case(state)
        START: startBit <= rxd;
        D0: nextData[0] <= rxd;
        D1: nextData[1] <= rxd;
        D2: nextData[2] <= rxd;
        D3: nextData[3] <= rxd;
        D4: nextData[4] <= rxd;
        D5: nextData[5] <= rxd;
        D6: nextData[6] <= rxd;
        D7: nextData[7] <= rxd;
        default:;
    endcase
    always_comb case(state)
        IDLE: nextState = (rxd === 0) ? START : IDLE;
        START: nextState = (pulseCntDone === 1) ? D0 : START;
        D0: nextState = (pulseCntDone === 1) ? D1 : D0;
        D1: nextState = (pulseCntDone === 1) ? D2 : D1;
        D2: nextState = (pulseCntDone === 1) ? D3 : D2;
        D3: nextState = (pulseCntDone === 1) ? D4 : D3;
        D4: nextState = (pulseCntDone === 1) ? D5 : D4;
        D5: nextState = (pulseCntDone === 1) ? D6 : D5;
        D6: nextState = (pulseCntDone === 1) ? D7 : D6;
        D7: nextState = (pulseCntDone === 1) ? STOP : D7;
        STOP: nextState = (pulseCntMeasure === 0) ? STOP : IDLE;
        default: nextState = IDLE;
    endcase
    always_comb case(state)
        IDLE: nextPulseCnt = 0;
        default: nextPulseCnt = pulseCnt + 1;
    endcase
endmodule
module DisplayHex7Seg(
    input logic displayClk,
    input logic [31:0] data,
    output logic [7:0] ledAnode,
    output logic [7:0] ledCathode
);
    logic [2:0] displayIndex = 0;
    logic [2:0] nextDisplayIndex;
    always_comb nextDisplayIndex = displayIndex + 1;
    logic [7:0] nextLedAnode;
    always_comb begin
        nextLedAnode = 8'b11111111;
        nextLedAnode[nextDisplayIndex] = 1'b0;
    end
    logic [7:0] nextLedCathode;
    always_comb case(data[28-4*nextDisplayIndex+:4])
        4'h0: nextLedCathode = 8'b11000000;
        4'h1: nextLedCathode = 8'b11111001;
        4'h2: nextLedCathode = 8'b10100100;
        4'h3: nextLedCathode = 8'b10110000;
        4'h4: nextLedCathode = 8'b10011001;
        4'h5: nextLedCathode = 8'b10010010;
        4'h6: nextLedCathode = 8'b10000010;
        4'h7: nextLedCathode = 8'b11111000;
        4'h8: nextLedCathode = 8'b10000000;
        4'h9: nextLedCathode = 8'b10010000;
        4'ha: nextLedCathode = 8'b10001000;
        4'hb: nextLedCathode = 8'b10000011;
        4'hc: nextLedCathode = 8'b11000110;
        4'hd: nextLedCathode = 8'b10100001;
        4'he: nextLedCathode = 8'b10000110;
        4'hf: nextLedCathode = 8'b10001110;
    endcase
    always_ff @(posedge displayClk) begin
        displayIndex <= nextDisplayIndex;
        ledAnode <= nextLedAnode;
        ledCathode <= nextLedCathode;
    end
endmodule
module ClockDivider #(parameter DIVIDER = 1) (input logic clkIn, output logic clkOut);
    logic [$clog2(DIVIDER)-1:0] counter = 0;
    always @(posedge clkIn) begin
        counter <= (counter === DIVIDER) ? 0 : (counter + 1);
        clkOut <= (counter <= DIVIDER / 2) ? 1 : 0;
    end
endmodule
</file>
==> Changelog: implementation <==
### Changed

- Mean instance size in the synthesized netlist: between 10 and 15 um2
- Clock tree from TritonCTS: done
- Floorplan-stage core utilization: 0.107
- Top layer in use: met3
- Final Critical Period: 2.00 ns
- Number of max-cap violations: 0
- Total CTS buffers: 3
- Power Total: roughly 0.74 mW
- Level count of the clock H-tree: 1
- Vias/cell: approximately 2.9
- Most used cell, CP: sky130_fd_sc_hd__mux2i_1
- Crit Path Category: flip-flop to output pin
- Core footprint: around 3400 um2
- Power spent charging and discharging nets: about 0.24 mW
- PD cells: approximately 1300 nW/um2
- Final Wtd Congestion: about 0.75
- Register area share after synthesis: 0.355
- Fraction of layout instances using a drive strength above 1: 0.184
- Design internal power: 0.500 mW
- Kind of end point of the critical path: output pin
- Slew at the pin closest to its max-slew limit: roughly 0.26 ns
- Path class of the lowest-slack min-delay path: flip-flop to flip-flop
- Result of the run: finished, violations left
- WL met3: around 130 um
- Count of antenna-violating nets left after detailed routing: 0
- Summed negative setup slack over all endpoints: -0.197 ns
- Required time worst endpoint: 1.44 ns
- Die ar.: roughly 6400 um2
- Post-synth top flop: sky130_fd_sc_hd__edfxtp_1
- Final routed wire length divided by cell count: 8.67 um
- Count of flip-flops with a built-in enable after synthesis: 3
- Registers, synthesis: 5
- Pin count of the biggest net entering global routing: 6
- Yosys cell count: 31
- Top cells by area, synth: sky130_fd_sc_hd__edfxtp_1 25%, sky130_fd_sc_hd__ha_1 24%, sky130_fd_sc_hd__mux2i_1 14%
- Number of failing hold endpoints at the final stage: 0
- Iter 0 DRT Violations: 8
- Compound Share, Synth: 0.0273
- IR Drop Worst-Case VDD: about 0.00045 V
- Critical path depth: 4
- DRC violation count after routing: 0
- # setup viols final: 1
- Clock tree root buffer cell: sky130_fd_sc_hd__clkbuf_4
- Number of antenna violations at the first check in global routing: 0
- Number of global-route vias before repair: 305
- CP Launch Type: flip-flop
- Top-count cell post-synth: sky130_fd_sc_hd__ha_1
- Comb power frac: 0.490
- Overall global routing resource usage: 0.0272
- Max transition margin: 0.827
- Post-synth design cell area: 367 um2
- Failing checks: setup timing
- Net switching share of the total power: 0.324
- Worst setup skew after layout: about 0.0003 ns
- Post-synthesis simple-gate area fraction: 0.109
- RSZ-0062 raised after global routing: yes
- Number of detailed-route iterations in the first pass: 2
- Portion of total power attributed to sequential cells: 0.328
- Multiplexer share of the synthesized area: 0.198
- Maximum operating frequency: roughly 500 MHz
- Via count: between 200 and 300
- First-pass GRT wire length: approximately 1.3 mm
- Tool warnings: 31
- Post-synthesis cell type with the largest combined area: sky130_fd_sc_hd__edfxtp_1
- Synth warnings: 1
- Routed met2 length: 311 um
- Period utilization: 1.11
- Maximum clock path buffer count: 2
- Worst-path clk slew: ~0.04 ns
- Setup slack of the critical path after layout: -0.197 ns
- Count of distinct cell types in the synthesized netlist: 13
- Hold Path Depth: 2
- Clock Power Share: 0.182
- Global route overflow: 0
- XOR/XNOR share of the synthesized area: 0
- Height of the die: 80 um
- R2R cell count: 4
- Diode count: 0
- Arrival time of data at the critical path endpoint: 1.64 ns
- Routed length on met1: 383 um
- Ordered list of cells on the worst path: mux2i_1 > mux4_2 > mux2i_1 > buf_2
- TritonCTS Sinks: 5
- Post-Synth Adder-Cell Area: 0.239
- Gate family responsible for the most delay along the worst path: multiplexers
- Slack of the worst reg-to-reg path: about 0.24 ns
- LEAKAGE: ~0.25 nW
- Share of async-settable or async-resettable flops after synthesis: 0
- Dominant kind of combinational cell: adder cells
- Critical path's largest stage delay: approximately 0.50 ns
- CP max stage cell: sky130_fd_sc_hd__edfxtp_1
- Number of instances in the synthesized netlist: 31
- Critical path peak fanout: 5
- Area after DPL: roughly 550 um2
- CP Buf/Inv Count: 1
- Worst-Skew Late Latency: 0.25 ns
- Top-level I/O count: 12
- Row Count: 21
- Port-buffer cells: 11
- Post-CTS Setup Repair Bufs: 0
- Top cells by instance count after synthesis: 7 x sky130_fd_sc_hd__ha_1, 5 x sky130_fd_sc_hd__mux2i_1, 4 x sky130_fd_sc_hd__inv_1
- Total wire length after detailed routing: roughly 820 um
- Floorplan die width: ~80 um
- Sum of net half-perimeters after detailed placement: 668 um
- Design Area, Final: 574 um2
- Final Slew Violations: 0
- Share of Yosys cell area claimed by the top area cell type: 0.246
- Relative area change from synthesis to final layout: 56.7%
- Post-synthesis chip area from yosys: 367 um2
cell usage in the layout (no fill, tap or decap), drive strengths merged:
cell	count
a21oi	1
and3b	2
buf	5
clkbuf	4
clkdlybuf4s50	10
dfxtp	2
edfxtp	3
ha	7
inv	4
mux2i	5
mux4	1
nand2	1
nor2	1
nor3b	2
o21ai	1
metrics by stage:
step,setup slack [ns],hold slack [ns],std cells,utilization
floorplan,0.273,0.504,31,-
detailed placement,-0.574,0.532,91,0.162
global route,-0.303,0.576,95,0.168
finish,-0.197,0.533,95,0.168
CTS,-0.233,0.543,95,0.168
global placement,-0.572,0.515,91,0.162
power groups by stage:
stage	logic [mW]	registers [mW]	clock network, mW
CTS	0.374	0.246	0.142
global route	0.414	0.254	0.157
finish	0.363	0.243	0.135
worst paths after layout:
| check | end | startpoint |
|---|---|---|
| max | txd | bitPos[0] |
| min | state[1] | state[1] |
| max reg2reg | bitPos[2] | bitPos[0] |
| min reg2reg | state[1] | state[1] |
layer usage:
layer,track usage,vias to the layer above
met5,0,-
met4,0.00352,0
met1,0.0310,116
met2,0.0345,11
li1,-,144
met3,0.0295,0
cell families after synthesis:
group	Yosys count
AND/OR/NAND/NOR	6
AND-OR/OR-AND	2
multiplexers	6
buffers and inverters	5
adder cells (fa/ha/maj)	7
flip-flops	5
flip-flops by register name, indices dropped and copies added, names as in the netlist:
signal	cells
bitPos	3
state	2
cell type report:
cell class / instances / area (um2)
Clock buffer: 4 / 26.3
Fill cell: 383 / 2840
Inverter: 4 / 15.0
Multi-Input combinational cell: 21 / 210
Sequential cell: 5 / 130
Tap cell: 46 / 57.6
Timing Repair Buffer: 15 / 135
tightest hold or removal path: stages, from the launching register on:
cell and delay [ns]:
sky130_fd_sc_hd__dfxtp_1 0.32, sky130_fd_sc_hd__inv_1 0.07, sky130_fd_sc_hd__ha_1 0.11
repair_timing:
| item | 4_1_cts | 5_1_grt |
|---|---|---|
| endpoints found under the setup margin | 1 | 1 |
| pin swaps | 0 | 0 |
| gates resized | 3 | 0 |
| hold buffers | 0 | 0 |
Power and IR drop assume default switching activity.
